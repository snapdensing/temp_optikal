<file path="./constraint.sdc">
current_design register_file

set clk_period 4.6
set clk_io_pct 0.2

create_clock -name clk0 -period $clk_period

set non_clock_inputs [all_inputs -no_clocks]
set_input_delay [expr $clk_period * $clk_io_pct] -clock clk0 $non_clock_inputs
set_output_delay [expr $clk_period * $clk_io_pct] -clock clk0 [all_outputs]
</file>
<file path="./design.v">
module register_file(
	input nrst,
	input [5:0]idx,
	output [4:0]addr,
	output [7:0]data
	);
	reg [4:0] addr_reg [63:0];
	reg [7:0] data_reg [63:0];
	assign addr = addr_reg[idx][4:0];
	assign data = data_reg[idx][7:0];
	integer i;
	always @ (*) begin
		if (!nrst) begin
			for (i = 0; i < 64; i = i+1) begin
				addr_reg[i] <= 0;
				data_reg[i] <= 0;
			end
		end
		else begin
			addr_reg[0] <= 5'h1F;
			data_reg[0] <= 8'h00;
			addr_reg[1] <= 5'h00;
			data_reg[1] <= 8'hF1;
			addr_reg[2] <= 5'h01;
			data_reg[2] <= 8'h54;
			addr_reg[3] <= 5'h02;
			data_reg[3] <= 8'h00;
			addr_reg[4] <= 5'h04;
			data_reg[4] <= 8'h00;
			addr_reg[5] <= 5'h05;
			data_reg[5] <= 8'h0C;
			addr_reg[6] <= 5'h1F;
			data_reg[6] <= 8'h01;
			addr_reg[7] <= 5'h00;
			data_reg[7] <= 8'h54;
			addr_reg[8] <= 5'h01;
			data_reg[8] <= 8'h54;
			addr_reg[9] <= 5'h02;
			data_reg[9] <= 8'h54;
			addr_reg[10] <= 5'h1F;
			data_reg[10] <= 8'h02;
			addr_reg[11] <= 5'h00;
			data_reg[11] <= 8'hC0;
			addr_reg[12] <= 5'h01;
			data_reg[12] <= 8'h08;
			addr_reg[13] <= 5'h02;
			data_reg[13] <= 8'hFB;
			addr_reg[14] <= 5'h03;
			data_reg[14] <= 8'hDD;
			addr_reg[15] <= 5'h04;
			data_reg[15] <= 8'h40;
			addr_reg[16] <= 5'h1F;
			data_reg[16] <= 8'h03;
			addr_reg[17] <= 5'h00;
			data_reg[17] <= 8'hFF;
			addr_reg[18] <= 5'h01;
			data_reg[18] <= 8'hF1;
			addr_reg[19] <= 5'h02;
			data_reg[19] <= 8'h12;
			addr_reg[20] <= 5'h03;
			data_reg[20] <= 8'h23;
			addr_reg[21] <= 5'h04;
			data_reg[21] <= 8'hF5;
			addr_reg[22] <= 5'h0C;
			data_reg[22] <= 8'h00;
			addr_reg[23] <= 5'h0D;
			data_reg[23] <= 8'h0;
			addr_reg[24] <= 5'h0E;
			data_reg[24] <= 8'h00;
			addr_reg[25] <= 5'h0F;
			data_reg[25] <= 8'h00;
			addr_reg[26] <= 5'h10;
			data_reg[26] <= 8'h00;
			addr_reg[27] <= 5'h11;
			data_reg[27] <= 8'h00;
			addr_reg[28] <= 5'h12;
			data_reg[28] <= 8'h00;
			addr_reg[29] <= 5'h13;
			data_reg[29] <= 8'h00;
			addr_reg[30] <= 5'h14;
			data_reg[30] <= 8'h00;
			addr_reg[31] <= 5'h15;
			data_reg[31] <= 8'h00;
			addr_reg[32] <= 5'h16;
			data_reg[32] <= 8'h00;
			addr_reg[33] <= 5'h17;
			data_reg[33] <= 8'h00;
			addr_reg[34] <= 5'h18;
			data_reg[34] <= 8'h00;
			addr_reg[35] <= 5'h19;
			data_reg[35] <= 8'h00;
			addr_reg[36] <= 5'h1A;
			data_reg[36] <= 8'h00;
			addr_reg[37] <= 5'h1B;
			data_reg[37] <= 8'h00;
			addr_reg[38] <= 5'h1C;
			data_reg[38] <= 8'h00;
			addr_reg[39] <= 5'h1D;
			data_reg[39] <= 8'h00;
			addr_reg[40] <= 5'h1E;
			data_reg[40] <= 8'h00;
			addr_reg[41] <= 5'h1F;
			data_reg[41] <= 8'h04;
			addr_reg[42] <= 5'h04;
			data_reg[42] <= 8'hBC;
			addr_reg[43] <= 5'h05;
			data_reg[43] <= 8'hEB;
			addr_reg[44] <= 5'h07;
			data_reg[44] <= 8'hEF;
			addr_reg[45] <= 5'h08;
			data_reg[45] <= 8'h2B;
			addr_reg[46] <= 5'h09;
			data_reg[46] <= 8'h1F;
			addr_reg[47] <= 5'h0A;
			data_reg[47] <= 8'h2B;
			addr_reg[48] <= 5'h0B;
			data_reg[48] <= 8'hDD;
			addr_reg[49] <= 5'h1F;
			data_reg[49] <= 8'h05;
			addr_reg[50] <= 5'h00;
			data_reg[50] <= 8'hAF;
			addr_reg[51] <= 5'h01;
			data_reg[51] <= 8'hB0;
			addr_reg[52] <= 5'h02;
			data_reg[52] <= 8'hAF;
			addr_reg[53] <= 5'h03;
			data_reg[53] <= 8'hB0;
			addr_reg[54] <= 5'h04;
			data_reg[54] <= 8'hAF;
			addr_reg[55] <= 5'h05;
			data_reg[55] <= 8'hB0;
			addr_reg[56] <= 5'h06;
			data_reg[56] <= 8'hAF;
			addr_reg[57] <= 5'h07;
			data_reg[57] <= 8'hB0;
			addr_reg[58] <= 5'h08;
			data_reg[58] <= 8'hAF;
			addr_reg[59] <= 5'h09;
			data_reg[59] <= 8'hB0;
			addr_reg[63] <= 5'h02;
			data_reg[63] <= 8'h01;
		end
	end
endmodule
</file>
<file path="./config.mk">
export PLATFORM = sky130hd
export DESIGN_NAME = register_file
export DESIGN_NICKNAME = register_file
export VERILOG_FILES = /design/flow/design.v
export SDC_FILE = /design/flow/constraint.sdc
export NUM_CORES = 4
export LEC_CHECK = 1
export CORE_AREA = 10 10 97 97
export DIE_AREA = 0 0 107 107
</file>
<file path="./run.sh">
#!/bin/bash
# OpenROAD 26Q1-2900-gdf79404cd8, Yosys 0.63+post, stock flow scripts
make -C /OpenROAD-flow-scripts/flow DESIGN_CONFIG=/design/flow/config.mk WORK_HOME=/design/flow/orfs finish
</file>
==> results_tabular.tex <==
% Generated from flow reports
\begin{tabular}{lr}
\hline
Metric & Value \\
\hline
\multicolumn{2}{l}{\textbf{Global routing}} \\
Initial antenna violation count & 0 \\
Wire length of the first global-routing pass & 6.96 mm \\
Total global routing track utilization & 7.08\% \\
Pin count of the biggest net entering global routing & 36 \\
Total congestion overflow & 0 \\
Via count of the first global-routing pass & 1,383 \\
\multicolumn{2}{l}{\textbf{Die}} \\
Die Span X & 107 um \\
Core area & 7290 sq um \\
DIE AREA & 11,400 sq um \\
IO Pins & 20 \\
Chip Height & 107 um \\
Std-Cell Rows & 31 \\
FP Core Util & 17.1\% \\
\multicolumn{2}{l}{\textbf{Logic synthesis}} \\
Summed standard-cell area reported by yosys & 1250 sq um \\
Sequential share of the synthesized area & 0\% \\
Multiplexer area fraction after synthesis & 1.71\% \\
Simple-gate share of the synthesized area & 35.8\% \\
Adders+Majority by Area & 0\% \\
Cell area after synthesis & 1250 sq um \\
Count of unique library cells instantiated by Yosys & 56 \\
Dominant kind of combinational cell & AND-OR/OR-AND gates \\
Fraction of synthesized cell area in xor and xnor cells & 1.41\% \\
Instance count of the mapped netlist & 195 \\
Syn\_area\_per\_cell & 6.39 sq um \\
Cell count in the Yosys report & 195 \\
Syn. warnings & 3 \\
Area fraction in compound gates & 44.8\% \\
\multicolumn{2}{l}{\textbf{Final timing}} \\
Final Hold Fails & 0 \\
Hold slack & 3.10 ns \\
Count of endpoints failing setup in the final report & 0 \\
Max-slew headroom at the worst pin & 67.3\% \\
Crit path setup slack, layout & 0.515 ns \\
Min cycle time layout & 4.09 ns \\
Final Max Tran Viols & 0 \\
Top achievable clock speed & 245 MHz \\
Final critical-path share of the clock period & 88.8\% \\
Transition at the pin with the smallest max-transition slack & 0.489 ns \\
Setup tns final & 0 ns \\
Unrepaired setup endpoints after global routing & no \\
\multicolumn{2}{l}{\textbf{Setup path}} \\
Master of the slowest instance on the critical path & clkdlybuf4s50\_1 \\
Required time of the critical path & 3.68 ns \\
CP Max Fanout & 12 \\
Startpoint kind of the worst setup timing path & input pin \\
Setup crit end kind & primary output \\
Slowest cell delay on critical path & 0.62 ns \\
Crit path buffers/inverters & 2 \\
Sequence of cells on the critical path & clkdlybuf4s50\_1 -> and2b\_1 -> o21ai\_0 -> a211oi\_1 -> a221oi\_2 -> a31oi\_1 -> clkdlybuf4s50\_1 \\
Kind of cell adding the most delay to the critical path & buffers and inverters \\
Signal arrival time at the worst endpoint & 3.17 ns \\
Most frequent cell on the critical path & clkdlybuf4s50\_1 \\
Category of the most critical setup path & input pin to primary output \\
\multicolumn{2}{l}{\textbf{Layout}} \\
Flip-flops & 0 \\
Sequential cell area & 0 sq um \\
Clock Buffer Count & 0 \\
Layout cell share with drive strength beyond 1 & 12.4\% \\
Highest-count cells in the layout ignoring fill and taps & nor2\_1, clkdlybuf4s50\_1, a21oi\_1, nand2\_1, o21ai\_0 \\
Area Growth Syn to Fin & 18.9\% \\
Share of the core filled with cells & 20.3\% \\
\multicolumn{2}{l}{\textbf{Worst hold path}} \\
Worst min path class & input pin to primary output \\
\multicolumn{2}{l}{\textbf{Flow run}} \\
Log Warnings & 32 \\
Max-Cap Viols & 0 \\
\multicolumn{2}{l}{\textbf{Clock network}} \\
Cts repair resizes & 0 \\
Number of buffers inserted by hold repair at cts & 0 \\
Setup fix buffers added after clock tree synthesis & 0 \\
\multicolumn{2}{l}{\textbf{Route}} \\
Routed wire length & 4.16 mm \\
Number of optimization iterations in the first detailed-route pass & 4 \\
Violation count after the first detailed-route iteration & 258 \\
Via count & 1,490 \\
DRC violations left & 0 \\
Vias/cell & 4.95 \\
Antenna Diode Count & 0 \\
Average routed wire per standard cell & 13.8 um \\
Final antenna-violating net count & 0 \\
\multicolumn{2}{l}{\textbf{Power and ir drop}} \\
Areal power density over the cells & 93.2 nW/um\^{}2 \\
Worst ir drop on vdd & 0.0000227 V \\
Leakage component of the power & 0.525 nW \\
\multicolumn{2}{l}{\textbf{Place}} \\
Setup WS pre-CTS & 0.517 ns \\
Estimated wirelength of the detail-placed design & 3.05 mm \\
Routability congestion estimate & 0.971 \\
Number of buffers added on ports & 20 \\
\multicolumn{2}{l}{\textbf{Run status}} \\
Run status & finished clean \\
\hline
\end{tabular}
synthesized netlist by cell type (all sizes together) (4+ instances only):
cell    instances  area [sq um]
a21oi          19          98.9
a31oi           4          25.0
buf            21           173
inv             5          18.8
nand2          16          60.1
nand2b         12          90.1
nand3           6          30.0
nor2           20          75.1
nor2b           6          60.1
nor3            6          35.0
o211ai          4          35.0
o21ai          19          95.1
o221ai          5          43.8
worst paths after layout:
| path | cells past startpoint | endpoint | slack (ns) | startpoint |
|---|---|---|---|---|
| worst min-delay path | 5 | addr[1] | 3.10 | idx[2] |
| worst max-delay path | 7 | addr[1] | 0.51 | idx[4] |
where the power goes:
group          internal, mW  switching, mW  leakage [nW]
sequential                0              0             0
combinational        0.0645         0.0736         0.525
clock                     0              0             0
tightest hold or removal path, cell delays in order:
cell,delay [ns]
clkdlybuf4s50_1,0.40
buf_4,0.24
o21ai_1,0.12
a31oi_1,0.10
clkdlybuf4s50_1,0.40
logic make-up after synthesis:
logic type      Yosys count
xor+xnor                  2
compound gates           82
buf+inv                  29
simple gates             80
mux                       2
through the flow:
step / area (sq um) / cells / power (mW)
finish: 1480 / 301 / 0.138
global route: 1480 / 301 / 0.153
CTS: 1480 / 301 / 0.138
detailed placement: 1480 / 301 / 0.138
global placement: 1480 / 301 / 0.139
floorplan: 1250 / 195 / 0.0972
final cells by class:
type / instances / area, sq um
fill: 866 / 5810
inverter: 5 / 18.8
multi-input combinational: 166 / 1040
tap: 99 / 124
timing repair buffer: 31 / 295
layer usage:
layer,vias up,GRT usage (%),wire length [um]
met2,63,11.5,1920
met3,11,0.424,202
met5,-,0,0
met1,677,10.3,1970
li1,739,-,-
met4,0,0.774,72
Power is estimated from default activity; no workload was simulated.
